<file path="flow/design.v">
module bcd_to_7seg_mux(
    input clk,
    input [23:0] bcd,
    output wire [6:0] segA,
    output wire [6:0] segB,
	 output wire [6:0] segC,
	 output wire [6:0] segD,
	 output wire [6:0] segE,
	 output wire [6:0] segF
);
reg [2:0] display_mux;
reg [6:0] display_dataA;
reg [6:0] display_dataB;
reg [6:0] display_dataC;
reg [6:0] display_dataD;
reg [6:0] display_dataE;
reg [6:0] display_dataF;
assign segA = display_dataA;
assign segB = display_dataB;
assign segC = display_dataC;
assign segD = display_dataD;
assign segE = display_dataE;
assign segF = display_dataF;
always @ (posedge clk) begin
    display_mux <= display_mux + 1'b1;
    case (display_mux)
        3'b000: begin
            display_dataA = bcd_to_7seg(bcd[3:0]);
            display_dataB = 7'b1111111;  
				display_dataC = 7'b1111111;  
				display_dataD = 7'b1111111;  
				display_dataE = 7'b1111111;  
				display_dataF = 7'b1111111;  
        end
        3'b001: begin
            display_dataA = 7'b1111111;  
            display_dataB = bcd_to_7seg(bcd[7:4]);
				display_dataC = 7'b1111111;  
				display_dataD = 7'b1111111;  
				display_dataE = 7'b1111111;  
				display_dataF = 7'b1111111;  
		  end
		  3'b010: begin
            display_dataA = 7'b1111111;  
            display_dataB = 7'b1111111;  
				display_dataC = bcd_to_7seg(bcd[11:8]);
				display_dataD = 7'b1111111;  
				display_dataE = 7'b1111111;  
				display_dataF = 7'b1111111;  
			end
			3'b011: begin
            display_dataA = 7'b1111111;  
            display_dataB = 7'b1111111;  
				display_dataC = 7'b1111111;  
				display_dataD = bcd_to_7seg(bcd[15:12]);
				display_dataE = 7'b1111111;  
				display_dataF = 7'b1111111;  
        end
		  3'b100: begin
            display_dataA = 7'b1111111;  
            display_dataB = 7'b1111111;  
				display_dataC = 7'b1111111;  
				display_dataD = 7'b1111111;  
				display_dataE = bcd_to_7seg(bcd[19:16]);
				display_dataF = 7'b1111111;  
        end
		  3'b101: begin
            display_dataA = 7'b1111111;  
            display_dataB = 7'b1111111;  
				display_dataC = 7'b1111111;  
				display_dataD = 7'b1111111;  
				display_dataE = 7'b1111111;  
				display_dataF = bcd_to_7seg(bcd[23:20]);
				display_mux <= 3'b000;
        end
        default: begin
            display_dataA = 7'b1111111;  
            display_dataB = 7'b1111111;  
				display_dataC = 7'b1111111;  
				display_dataD = 7'b1111111;  
				display_dataE = 7'b1111111;  
				display_dataF = 7'b1111111;  
				display_mux <= 3'b000;
        end
    endcase
end
function [6:0] bcd_to_7seg;
input [3:0] bcd;
begin
    case (bcd)
        4'h0: bcd_to_7seg = 7'b1000000; 
        4'h1: bcd_to_7seg = 7'b1111001; 
        4'h2: bcd_to_7seg = 7'b0100100; 
        4'h3: bcd_to_7seg = 7'b0110000; 
        4'h4: bcd_to_7seg = 7'b0011001; 
        4'h5: bcd_to_7seg = 7'b0010010; 
        4'h6: bcd_to_7seg = 7'b0000010; 
        4'h7: bcd_to_7seg = 7'b1111000; 
        4'h8: bcd_to_7seg = 7'b0000000; 
        4'h9: bcd_to_7seg = 7'b0010000; 
		  4'hA: bcd_to_7seg = 7'b0001000;
		  4'hB: bcd_to_7seg = 7'b0000011;
		  4'hC: bcd_to_7seg = 7'b1000110;
		  4'hD: bcd_to_7seg = 7'b0100001;
		  4'hE: bcd_to_7seg = 7'b0000110;
		  4'hF: bcd_to_7seg = 7'b0001110;
        default: bcd_to_7seg = 7'b1111111;
    endcase
end
endfunction
endmodule
module HX711_rx 
	#(
		parameter SLEEP_TIME=10,
					 FPGA_FREQ_HZ = 50,
					 EXTRA_PULSES = 1,
					 TICK_COUNTER = 10
	)
	(
		 input wire clk,            
		 input wire rst,            
		 input wire DOUT,           
		 input wire s_tick,			 
		 output wire en,				 
		 output wire [23:0] data_out,  
		 output wire PD_SCK          
	);
	localparam [2:0] IDLE = 3'b000, READY = 3'b001, PULSE = 3'b010, STOP = 3'b011, SLEEP = 3'b100; 
	parameter NUMBER_OF_PULSES = 24;
	reg [2:0] state, next_state;
	reg [3:0] s_tick_counter, next_s_tick_counter;
	reg [4:0] data_counter, next_data_counter;
	reg [23:0] data_out_reg, next_data_out_reg;
	reg [23:0] data_out_aux = 0;
	reg [7:0] bit_count, next_bit_count;
	reg [37:0] seconds_count, next_seconds_count;
	reg PD_SCK_reg = 0;
	reg en_reg, next_en_reg;
	 always @(posedge clk or negedge rst) begin
			if(!rst) begin
				state <= 0;
				data_out_reg <= 0;
				bit_count <= 0;
				seconds_count <= 0;
				s_tick_counter <= 0;
				data_counter <= 0;
				en_reg <= 1'b1;
			end else begin
				state <= next_state;
				data_out_reg <= next_data_out_reg;
				bit_count <= next_bit_count;
				en_reg <= next_en_reg;
				seconds_count <= next_seconds_count;
				s_tick_counter <= next_s_tick_counter;
				data_counter <= next_data_counter;
			end
	  end
	  always @(*) begin
	  next_state = state;
	  next_en_reg = en_reg;
	  next_seconds_count = seconds_count;
	  next_s_tick_counter = s_tick_counter;
	  next_data_counter = data_counter;
	  next_data_out_reg = data_out_reg;
	  next_bit_count = bit_count;
	case(state)
		IDLE: 
			if(~DOUT) 
				begin
					next_state = READY;
					next_s_tick_counter = 0;
				end
			READY:
			if(s_tick) 
				if(s_tick_counter == 8) 
					begin
						next_state = PULSE;
						next_data_out_reg = 0;
						PD_SCK_reg = 1'b1;
						next_s_tick_counter = 0;
					end
				else
					next_s_tick_counter = s_tick_counter + 1'b1;
			PULSE: 
				if(s_tick)
					if(s_tick_counter == 7)
						begin
							PD_SCK_reg = ~PD_SCK_reg;
							next_s_tick_counter = s_tick_counter + 1'b1;
							next_data_out_reg <= {data_out_reg[22:0], DOUT}; 
							if(bit_count == (NUMBER_OF_PULSES - 1'b1)) 
								begin
									next_bit_count = 0;
									next_s_tick_counter = 0;
									next_state = STOP;
								end
							else
								next_bit_count = bit_count + 1'b1;
						end
					else if(s_tick_counter == 15) 
						begin
							next_s_tick_counter = 0;
							PD_SCK_reg = ~PD_SCK_reg;
						end
					else
						next_s_tick_counter = s_tick_counter + 1'b1;
			STOP: 
				if(s_tick)
					if(s_tick_counter == 7)
						begin
							PD_SCK_reg = ~PD_SCK_reg;
							next_s_tick_counter = s_tick_counter + 1'b1;
						end
					else if(s_tick_counter == 15) 
						begin
							next_s_tick_counter = 0;
							PD_SCK_reg = ~PD_SCK_reg;
							if(bit_count == (EXTRA_PULSES - 1'b1))
								begin
									data_out_aux = data_out_reg;
									next_bit_count = 0;
									next_state = SLEEP;
								end
							else
								next_bit_count = bit_count + 1'b1;
						end
					else
						next_s_tick_counter = s_tick_counter + 1'b1;
			SLEEP: begin
				next_en_reg = 0;
				PD_SCK_reg = 0;
				if(seconds_count == ((FPGA_FREQ_HZ * SLEEP_TIME) - 1'b1)) begin
					next_seconds_count = 0;
					next_en_reg = 1'b1;
					next_state = IDLE;
				end else begin
					next_seconds_count = next_seconds_count + 1'b1;
					next_state = SLEEP;
				end
			end
	endcase
end
	assign data_out = data_out_aux;
	assign en = en_reg;
	assign PD_SCK = PD_SCK_reg;
endmodule
module HX711(
	input wire clk, rst, DOUT,
	output wire PD_SCK, en,
	output wire [23:0] data_out,
	output wire [6:0] segA, segB, segC, segD, segE, segF
);
	wire max_tick;
	parameter ST = 1, FFH = 500, EP = 1, NBITS = 5, COUNT = 13, TC=10;    
	HX711_rx #(.SLEEP_TIME(ST), .FPGA_FREQ_HZ(FFH), .EXTRA_PULSES(EP), .TICK_COUNTER(TC)) hx711_rx(
		.clk(clk),
		.rst(rst),
		.en(en),
		.s_tick(max_tick),
		.DOUT(DOUT),
		.data_out(data_out),
		.PD_SCK(PD_SCK)
	);
	mod_m_counter #(.N(NBITS), .M(COUNT)) counter(  
		.clk(clk),
		.rst(rst),
		.max_tick(max_tick),
		.q()
	);
	bcd_to_7seg_mux segment_mux(
		.clk(clk),
		.bcd(data_out),
		.segA(segA),
		.segB(segB),
		.segC(segC),
		.segD(segD),
		.segE(segE),
		.segF(segF)
	);
endmodule
module mod_m_counter
	#(
		parameter N=2,  
					 M=3   
	)
	(
		input wire clk, rst,
		output wire max_tick,
		output wire [N-1:0] q
	);
	reg [N-1:0] r_reg;
	wire [N-1:0] r_next;
	always @(posedge clk or negedge rst) begin
		if(~rst)
			r_reg <= 0;
		else
			r_reg <= r_next;
	end
	assign r_next = (r_reg == (M - 1'b1)) ? 0 : r_reg + 1'b1;
	assign q = r_reg;
	assign max_tick = (r_reg == (M - 1'b1)) ? 1'b1 : 1'b0;
endmodule
</file>
<file path="flow/constraint.sdc">
current_design HX711

set clk_period 8.5
set clk_io_pct 0.2

create_clock -name clk0 -period $clk_period [get_ports {clk}]

set non_clock_inputs [all_inputs -no_clocks]
set_input_delay [expr $clk_period * $clk_io_pct] -clock clk0 $non_clock_inputs
set_output_delay [expr $clk_period * $clk_io_pct] -clock clk0 [all_outputs]
</file>
<file path="flow/config.mk">
export PLATFORM = sky130hd
export DESIGN_NAME = HX711
export DESIGN_NICKNAME = HX711
export VERILOG_FILES = /design/flow/design.v
export SDC_FILE = /design/flow/constraint.sdc
export NUM_CORES = 4
export LEC_CHECK = 1
export CORE_UTILIZATION = 40
</file>
<file path="flow/run.sh">
#!/bin/bash
# OpenROAD 26Q1-2900-gdf79404cd8, Yosys 0.63+post, stock flow scripts
make -C /OpenROAD-flow-scripts/flow DESIGN_CONFIG=/design/flow/config.mk WORK_HOME=/design/flow/orfs finish
</file>
==> flow_summary_export.csv <==
group,metric,value,unit
route,viasPerCell,5.23,
synth,async_flop_share,54.8,%
worst_setup_path,worstPathMaxFanout,2,
die,floorplan.rows,48,
die,die_w,137,µm
synth,ys.warnings.count,7,
route,routed_wirelength,14200,µm
timing,tns,0,ps
route,antenna_violating_nets_post_route,0,
clocking,cts.repair.resized,0,
cells_and_area,finalNonFillerCells,1026,
cells_and_area,fill_cells,1515,
worst_setup_path,reg2reg_setup_slack,6160,ps
cells_and_area,most-common-layout-cells,"83 x dfrtp_1, 69 x clkdlybuf4s50_1, 67 x nand2_1",
timing,final.setup_skew,5.92,ps
worst_setup_path,max_stage_delay,520,ps
timing,unclocked_regs,25,
clocking,cts_inserted_buffers,17,
outcome,run_status,"completed",
power_and_ir_drop,switching_share,20.0,%
place,place_hpwl,9980,µm
global_routing,grtUsageMet2,24.5,%
timing,untimed_endpoints,50,
synth,syn_area,7240,µm²
global_routing,grt_start_max_net_pins,58,
route,detailedRoute.firstPassIterationCount,5,
synth,yosys.cell_types.count,63,
power_and_ir_drop,power.clock.fraction,52.6,%
timing,timing_worst_slew_pin_value,882,ps
power_and_ir_drop,comb_power_share,0.7,%
global_routing,grt_first_pass_wirelength,24000,µm
route,remaining_drc_errors,0,
die,die_h,137,µm
worst_setup_path,critPathKind,"flop to primary output",
clocking,clockRootBuffer,"clkbuf_16",
power_and_ir_drop,p_leak,3.53,nW
synth,ys_cells,712,
global_routing,grt-busiest-layer,"met1",
route,iteration_0_drc_markers,319,
hold_path,worst_hold_startpoint,"segment_mux.display_mux[0]$_SDFF_PN0_",
worst_setup_path,cp_top_family,"flip-flops",
worst_setup_path,cp.required,6800,ps
cells_and_area,area_growth_syn_to_layout,20.8,%
synth,gate_count_after_technology_mapping,712,
timing,rsz0062_at_grt,"no",
cells_and_area,layout.cells.most_common,"dfrtp_1",
synth,top_flip_flop_cell_by_instance_count_after_synthesis,"dfrtp_1",
route,detailroute.via_count,5368,
route,route.detailed.wl_per_inst,13.8,µm
power_and_ir_drop,cell_pwr_density,151,nW/µm²
die,floorplanUtilization,41.4,%
job,warning_count,61,
global_routing,globalRoute.totalOverflow,0,
timing,fin_crit,3080,ps
die,ios,71,
global_routing,grt.total_usage,16.4,%
hold_path,worst_hold_path.num_cells,1,
worst_setup_path,worst-endpoint-arrival,1380,ps
worst_setup_path,worst_r2r_path_depth,6,
global_routing,grt_antenna_before_repair,0,
clocking,cts_setup_buffers,0,
route,antenna_cells,0,
global_routing,grt_use_met1,26.3,%
timing,final-max-slew-violation-count,0,
power_and_ir_drop,share_of_total_power_in_sequential_cells,46.8,%
clocking,hold_buffers,0,
die,core_area,17500,µm²
timing,clock.fmax,324,MHz
cells_and_area,largest_register_ffs,38,
timing,hold_viol_final,0,
power_and_ir_drop,vdd.ir_drop.worst,143,µV
global_routing,vias_in_the_first_global_route,5032,
worst_setup_path,critical_path.cell_chain,"clkdlybuf4s50_1",
worst_setup_path,worst_r2r_endpoint,"hx711_rx.bit_count[2]$_DFFE_PN0P_",
power_and_ir_drop,net-switching-power,0.000263,W
hold_path,worst_hold_path_type,"flop to flop",
timing,setup_violators_final,0,
worst_setup_path,worstSetupStartpointType,"flop",
place,io_buffer_count,70,
synth,synth_chip_area,7240,µm²
worst_setup_path,critPathBufInv,1,
clocking,cts_tree,"built",
hold_path,hold_end,"segment_mux.display_mux[0]$_SDFF_PN0_",
worst_setup_path,cp-startpoint,"hx711_rx.en_reg$_DFFE_PN1P_",
die,floorplan.die_area,18600,µm²
clocking,worst_setup_hold_path_clk_slew,60,ps
worst_setup_path,crit_slowest_cell,"dfstp_2",
clocking,cts-root-to-sink-buffers,2,
timing,period_used_share,36.3,%
job,timing.max_cap.violations,0,
worst_setup_path,cp_num_cells,1,
clocking,h_tree_level_count,4,
worst_setup_path,r2r_startpoint,"counter.r_reg[0]$_DFF_PN0_",
place,gpl.final_weighted_congestion,0.912,
power_and_ir_drop,cell_internal_pwr,0.00105,W
synth,numSynthFlops,155,
synth,enable_flop_cells,0,
global_routing,globalRouteMet3Util,2.83,%
synth,post_synth.cell_area_avg,10.2,µm²
place,placedCellCount,994,
clocking,clock_insertion_delay_worst_skew,410,ps
timing,relSlewSlack,40.8,%
power_and_ir_drop,finalPower,0.00132,W
cells_and_area,final_layout_size_suffix_gt1_share,8.11,%
worst_setup_path,endpoint_kind,"primary output",
[cells in the mapped netlist, drive strengths merged, types with 3 or more instances]
cell type	number	area share [%]
xnor2	20	2.4
o21ai	28	1.9
mux2i	39	5.4
mux4	5	1.6
or2	5	0.43
nor2	27	1.4
or3b	3	0.36
buf	10	0.95
dfxtp	45	12
nand2b	10	0.86
nor3	11	0.76
a21boi	7	0.73
xor2	19	2.3
and4	4	0.52
dfrtp	83	29
nand3	25	1.8
a41oi	3	0.36
and3	10	0.88
ha	48	8.3
and2	8	0.69
dlxtn	25	5.2
nand2	67	3.5
a21oi	9	0.78
clkbuf	10	0.52
nand4	23	2.0
a21o	5	0.52
nor4	18	2.0
o311ai	14	1.7
a31oi	6	0.52
nor2b	9	0.78
inv	64	3.3
nand3b	6	0.62
o211ai	21	2.2
[through the flow]
step	setup slack (ps)	util [%]	area [µm²]	hold WS [ps]
floorplan	5920	-	7240	433
global placement	5310	46.7	8170	446
detailed placement	5260	46.7	8170	464
CTS	5390	50.1	8750	477
global route	5360	50.1	8750	507
finish	5420	50.1	8750	474
[how the worst max path moves through the flow]
stage | slack [ps] | to
global route | 5360 | en
finish | 5420 | en
CTS | 5390 | en
[worst reg2reg max path, cell delays in order, from the launching register on]
cell      delay [ps]
dfrtp_1          410
inv_1             70
ha_1             190
nand4b_1         460
a211oi_2         660
nand2_1          120
mux2_1           320
[per-layer routing]
metal  vias to the layer above  share of wire [%]  routed length (µm)
met5                         -                  0                   0
met4                         0                1.2                 177
met3                        10                4.7                 674
met2                       128                 44                6300
met1                      2562                 50                7050
li1                       2668                  -                   -
[power groups by stage]
stage     clock (W)  sequential (W)  combinational (W)
4_1_cts    0.000710        0.000616         0.00000973
5_1_grt    0.000742        0.000616          0.0000107
6_report   0.000693        0.000616         0.00000890
[layout make-up]
class | instances | area, µm² | share of cell area (%)
flip-flops and latches | 155 | 3410 | 38.9
inverters | 64 | 240 | 2.75
clock buffers | 25 | 538 | 6.15
clock inverters | 7 | 42.5 | 0.486
well taps | 225 | 282 | 3.22
repair buffers | 77 | 751 | 8.58
multi-input cells | 473 | 3490 | 39.9
[cells by family after synthesis]
| logic type | Yosys count | share of synthesized area, % |
|---|---|---|
| and+or+nand+nor | 236 | 17.8 |
| AOI/OAI and AO/OA | 104 | 10.1 |
| xor gates and xnor gates | 39 | 4.72 |
| buffers and inverters | 84 | 4.79 |
| latches | 25 | 5.18 |
| adders and majority gates | 48 | 8.29 |
| muxes | 46 | 7.26 |
| DFF | 130 | 41.8 |
Power figures rest on the tool's default switching activity, not on a simulated workload.
